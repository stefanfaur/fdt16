<file path="flow/config.mk">
export PLATFORM = sky130hd
export DESIGN_NAME = Mux3to1
export DESIGN_NICKNAME = Mux3to1
export VERILOG_FILES = /design/flow/design.v
export SDC_FILE = /design/flow/constraint.sdc
export NUM_CORES = 4
export LEC_CHECK = 1
export CORE_AREA = 10 10 70 70
export DIE_AREA = 0 0 80 80
</file>
<file path="flow/constraint.sdc">
current_design Mux3to1

set clk_period 1.7
set clk_io_pct 0.2

create_clock -name clk0 -period $clk_period

set non_clock_inputs [all_inputs -no_clocks]
set_input_delay [expr $clk_period * $clk_io_pct] -clock clk0 $non_clock_inputs
set_output_delay [expr $clk_period * $clk_io_pct] -clock clk0 [all_outputs]
</file>
<file path="flow/design.v">
module Mux2to1(
    input [15:0] in0,
    input [15:0] in1,
    input sel,
    output [15:0] out
);
    assign out = sel ? in0 : in1;
endmodule
module Mux3to1(
    input [15:0] in0,
    input [15:0] in1,
    input [15:0] in2,
    input [1:0] sel,
    output reg [15:0] out
);
    always @*
        case (sel)
            2'b00: out = in0;
            2'b01: out = in1;
            2'b10: out = in2;
            default: out = 16'b0;  
        endcase
endmodule
module Mux4to1(
    input [15:0] in0,
    input [15:0] in1,
    input [15:0] in2,
    input [15:0] in3,
    input [1:0] sel,
    output reg [15:0] out
);
    always @*
        case (sel)
            2'b00: out = in0;
            2'b01: out = in1;
            2'b10: out = in2;
            2'b11: out = in3;
            default: out = 16'b0;  
        endcase
endmodule
module Mux6to1(
    input [15:0] in0,
    input [15:0] in1,
    input [15:0] in2,
    input [15:0] in3,
    input [15:0] in4,
    input [15:0] in5,
    input [2:0] sel,
    output reg [15:0] out
);
    always @*
        case (sel)
            3'b000: out = in0;
            3'b001: out = in1;
            3'b010: out = in2;
            3'b011: out = in3;
            3'b100: out = in4;
            3'b101: out = in5;
            default: out = 6'b0;  
        endcase
endmodule
</file>
<file path="flow/run.sh">
#!/bin/bash
# OpenROAD 26Q1-2900-gdf79404cd8, Yosys 0.63+post, stock flow scripts
make -C /OpenROAD-flow-scripts/flow DESIGN_CONFIG=/design/flow/config.mk WORK_HOME=/design/flow/orfs finish
</file>
==> datasheet_impl.txt <==
Summary of implementation characteristics

Parameter                              Value

Status
  Result of the run    finished, final reports clean

STA
  Fmax achieved    613 MHz
  Final Max Tran Viols    0
  Final-report setup violation count    0
  Min Clock Period, post-route    1630 ps
  Unrepaired setup endpoints after global routing    no
  Max transition margin    0.878
  Final cycle utilization of the critical path    0.959
  Transition time at the pin with the least slew margin    178 ps
  Worst setup slack after layout    69.2 ps
  Number of hold violations in the final report    0

Logic synthesis
  Ys cells    39
  Mux share    0.420
  Aoi share    0.367
  FA/HA/MAJ Cells, Area Fraction    0
  Avg Cell Area, Syn    9.79 sq um
  Biggest combinational cell group after synthesis    multiplexers
  Yosys Chip Area    382 sq um
  Count of synthesis-stage warnings from yosys    1
  Post-Syn Area    382 sq um
  Synth Instances    39
  Parity-gate share of the synthesized area counting xor and xnor cells    0
  Basic Gates by Area    0.0361
  Seq share, synth    0
  Library cells used by synthesis    6

Floorplanning
  Floorplan Utilization    0.112
  Area of the chip    6400 sq um
  Core ar.    3420 sq um
  Y dimension of the die    80 um
  DIE WIDTH    80 um
  Placement row count    21
  Number of top-level pins    66

Layout
  Share of final-layout standard cells stronger than drive strength 1    0.211
  Count of clock-net buffers in the final layout    0
  Syn-to-layout area delta    217%
  Num sequential    0
  End-of-flow core utilization    0.355
  Sequential cell area    0 sq um

Pwr
  Leakage component of the power    0.000527 uW
  Worst vdd rail ir drop    0.0000828 V
  Pwr per Cell Area    229 nW/um^2
  Total power of the final layout    277 uW

Critical path
  Setup Crit Path Kind    input port to output port
  Type of element launching the critical path    input port
  Critical path, cell by cell    buf_2 -> buf_12 -> nor2b_4 -> buf_4 -> bufbuf_16 -> o2bb2ai_1 -> clkbuf_2
  Critical Path RT    1360 ps
  Endpoint arrival time on the critical path    1290 ps
  Top Family by Delay on Critical Path    buffers and inverters
  Critical path peak fanout    5
  Buffering stage count on the worst path with inverters included    5
  Max incr delay on CP    240 ps
  Critical Path End Type    output port
  Worst path depth    7
  Cell with the largest stage delay on the worst path    sky130_fd_sc_hd__bufbuf_16

Global routing
  Number of global-route vias before repair    747
  First-pass GRT wire length    3780 um
  Largest net degree at the start of global routing    17
  All-layer global routing usage    0.0727
  Global route overflow    0
  Number of antenna violations at the first check in global routing    0

Hold path
  Hold path startpoint    sel[0]
  Hold EP    out[13]
  Cell count of the worst hold path    4
  Hold/Removal Path Class    input port to output port

Place
  Global placer's final weighted congestion    0.817
  Worst slack after detailed placement    -518 ps
  Port buffer count    66

Routing
  Via count normalized by instance count    3.88
  DRC errors left    0
  Average detailed-routed wire length per instance    15.2 um
  Iteration tally of the first detailed-router pass    2
  Detailed-route via count    620
  Final Routed Wirelength    2430 um
  ANT cells    0
  Antenna Nets Post-Route    0
  DR iter-0 viols    5

Job
  Tool warnings    32
  # Max-Cap Violations    0

CTS
  # hold bufs at CTS    0
## worst max-delay path by stage
stage / endpoint / start
finish: out[4] / sel[1]
global route: out[1] / in2[1]
CTS: out[4] / sel[1]
## repair_timing
item                                    CTS  global route
cloned                                    2             0
buffers inserted                          7             0
endpoints found under the setup margin   16            10
pin swaps                                 0             5
gates resized                            32             8
## per-stage QoR
step / std cells / instance area [sq um] / hold WS, ps / setup TNS (ps)
final: 160 / 1210 / 1230 / 0
after global routing: 160 / 1210 / 1270 / 0
after floorplan: 39 / 382 / 744 / 0
after detailed placement: 151 / 1100 / 1600 / -7950
after global placement: 151 / 1100 / 1600 / -7830
after CTS: 160 / 1230 / 1320 / 0
## kinds of logic after synthesis
kind of cell,after synthesis
simple gates,1
compound gates,16
buf+inv,6
mux,16
## metal layers
metal  vias up  global-route usage  part of all wire
met1       266              0.0976              0.45
met4         0                   0                 0
met3         0              0.0341              0.14
met2        41               0.110              0.41
met5         -                   0                 0
li1        313                   -                 -
## where the power goes
group	internal, uW	leakage, uW	switching [uW]
registers	0	0	0
clock network	0	0	0
logic	208	0.000527	69.2
total	208	0.000527	69.2
## cell type report
type	instances	area, sq um
Fill cell	347	2200
Multi-Input combinational cell	33	320
Timing Repair Buffer	81	833
Tap cell	46	57.6
## cell usage in the layout, fill, tap and decap left out
master and n:
sky130_fd_sc_hd__clkbuf_2 5, sky130_fd_sc_hd__mux2i_1 16, sky130_fd_sc_hd__o2bb2ai_2 1, sky130_fd_sc_hd__bufbuf_16 2
sky130_fd_sc_hd__buf_2 1, sky130_fd_sc_hd__clkdlybuf4s50_1 48, sky130_fd_sc_hd__dlygate4sd2_1 8, sky130_fd_sc_hd__buf_12 3
sky130_fd_sc_hd__o2bb2ai_1 15, sky130_fd_sc_hd__clkdlybuf4s15_1 3, sky130_fd_sc_hd__nor2b_4 1, sky130_fd_sc_hd__buf_6 3
sky130_fd_sc_hd__buf_4 7, sky130_fd_sc_hd__clkdlybuf4s15_2 1
## synthesized netlist by cell type
| master | number | area share |
|---|---|---|
| sky130_fd_sc_hd__mux2i_1 | 16 | 0.42 |
| sky130_fd_sc_hd__o2bb2ai_1 | 16 | 0.37 |
| sky130_fd_sc_hd__buf_6 | 3 | 0.089 |
| sky130_fd_sc_hd__buf_8 | 2 | 0.079 |
| sky130_fd_sc_hd__clkbuf_1 | 1 | 0.0098 |
| sky130_fd_sc_hd__nor2b_4 | 1 | 0.036 |
Power and IR drop assume default switching activity.
